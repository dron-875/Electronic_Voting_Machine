<file path="design.v">
module evm (
    input wire [3:0] voter_switch,  
    input wire Push_Button,
    input wire voting_en,
    input wire reset,
	 output reg [6:0] dout,  
    output reg [4:0]v1,   
    output reg [6:0] seg3,  
	 output reg [6:0] seg2,  
	 output reg [3:0] out,  
	 output reg [6:0] display_out,  
	 input wire sw1,  
    input wire sw2,
    input wire sw3,
    input wire sw4,
    input wire swout  
);
reg [4:0] cnt_reg1 = 0;   
reg [4:0] cnt_reg2 = 0;   
reg [4:0] cnt_reg3 = 0;   
reg [4:0] cnt_reg4 = 0;   
always @(posedge Push_Button or posedge reset) begin
    if (reset) begin
        cnt_reg1 <= 0;
    end else if (voter_switch == 4'b0001 && voting_en) begin
        cnt_reg1 <= cnt_reg1 + 1;
    end
end
always @(posedge Push_Button or posedge reset) begin
    if (reset) begin
        cnt_reg2 <= 0;
    end else if (voter_switch == 4'b0010 && voting_en) begin
        cnt_reg2 <= cnt_reg2 + 1;
    end
end
always @(posedge Push_Button or posedge reset) begin
    if (reset) begin
        cnt_reg3 <= 0;
    end else if (voter_switch == 4'b0100 && voting_en) begin
        cnt_reg3 <= cnt_reg3 + 1;
    end
end
always @(posedge Push_Button or posedge reset) begin
    if (reset) begin
        cnt_reg4 <= 0;
    end else if (voter_switch == 4'b1000 && voting_en) begin
        cnt_reg4 <= cnt_reg4 + 1;
    end
end
always @(*) begin
    if (swout && voting_en) begin
        dout = cnt_reg1 + cnt_reg2 + cnt_reg3 + cnt_reg4;
    end else begin
        dout = 7'b0000000;
    end
end
always @(*) begin
    if (sw1 && !sw2 && !sw3 && !sw4 && !swout && voting_en) begin
        v1 = cnt_reg1;
        seg3 = 7'b1001111;  
    end else if (!sw1 && sw2 && !sw3 && !sw4 && !swout && voting_en) begin
        v1 = cnt_reg2;
        seg3 = 7'b0010010;  
    end else if (!sw1 && !sw2 && sw3 && !sw4 && !swout && voting_en) begin
        v1 = cnt_reg3;
        seg3 = 7'b0000110;  
    end else if (!sw1 && !sw2 && !sw3 && sw4 && !swout && voting_en) begin
        v1 = cnt_reg4;
        seg3 = 7'b1001100;  
		  end
	 if (sw1 && !sw2 && !sw3 && !sw4 && swout && voting_en) begin
        out = cnt_reg1;
        seg2 =(seven(out[3:0]));  
	 end else if (!sw1 && sw2 && !sw3 && !sw4 && swout && voting_en) begin
		  out = cnt_reg2;
        seg2 =(seven(out[3:0]));
	 end else if (!sw1 && !sw2 && sw3 && !sw4 && swout && voting_en) begin 
			out = cnt_reg3;
        seg2 =(seven(out[3:0]));
	 end else if (!sw1 && !sw2 && !sw3 && sw4 && swout && voting_en) begin
		  out = cnt_reg4;
         seg2 =(seven(out[3:0]));
	 end
end
function [6:0]seven;
input [3:0]data_in;
begin
    case (data_in)
        4'b0000:
            display_out = 8'b0000001;   
        4'b0001:
            display_out = 8'b1001111;   
        4'b0010:
            display_out = 8'b0010010;   
        4'b0011:
            display_out = 8'b0000110;   
        4'b0100:
            display_out = 8'b1001100;   
        4'b0101:
            display_out = 8'b0100100;   
        4'b0110:
            display_out = 8'b0100000;   
        4'b0111:
            display_out = 8'b0001111;   
        4'b1000:
            display_out = 8'b0000000;   
        4'b1001:
            display_out = 8'b0000100;   
		endcase
		end
		endfunction
endmodule
</file>
<file path="run.sh">
#!/bin/bash
# OpenROAD 26Q1-2900-gdf79404cd8, Yosys 0.63+post, stock flow scripts
make -C /OpenROAD-flow-scripts/flow DESIGN_CONFIG=/design/flow/config.mk WORK_HOME=/design/flow/orfs finish
</file>
<file path="config.mk">
export PLATFORM = sky130hd
export DESIGN_NAME = evm
export DESIGN_NICKNAME = evm
export VERILOG_FILES = /design/flow/design.v
export SDC_FILE = /design/flow/constraint.sdc
export NUM_CORES = 4
export LEC_CHECK = 1
export CORE_UTILIZATION = 40
</file>
<file path="constraint.sdc">
current_design evm

set clk_period 5.7
set clk_io_pct 0.2

create_clock -name clk0 -period $clk_period [get_ports {Push_Button}]

set non_clock_inputs [all_inputs -no_clocks]
set_input_delay [expr $clk_period * $clk_io_pct] -clock clk0 $non_clock_inputs
set_output_delay [expr $clk_period * $clk_io_pct] -clock clk0 [all_outputs]
</file>
==> out/metrics.cfg <==
[grt]
first_pass_grt_wire_length_mm=11.9
largest_net_degree_at_the_start_of_global_routing=21
number_of_antenna_violations_at_the_first_check_in_global_routing=0
global_route.overflow_total=0
number_of_global_route_vias_before_repair=2349
groute.usage.overall_pct=20.6

[synthesis]
enable_flop_cells=0
asyncSetResetFlopFracSynth_pct=48.8
yosysCellCount=347
yosys_most_used_dff=sky130_fd_sc_hd__dlxtn_1
synth.ff_latch_count=41
syn_area_um2=3000
netlist.area_leader.share_pct=16.7
synthesis.yosys.warnings=29
synth.lib_cells_used.distinct=64
synth.yosys.chip_area_um2=3000
syn-instance-count=347
synthTopCellsByArea=sky130_fd_sc_hd__dfrtp_1 (17%), sky130_fd_sc_hd__dlxtn_1 (11%), sky130_fd_sc_hd__ha_1 (9.2%), sky130_fd_sc_hd__fa_1 (6.7%), sky130_fd_sc_hd__xnor2_1 (5.0%)
synth_top_cell_by_area=sky130_fd_sc_hd__dfrtp_1
avgSynthCellArea_um2=8.65

[finish]
layout_top_cells=sky130_fd_sc_hd__clkdlybuf4s50_1 (40), sky130_fd_sc_hd__nand2_1 (28), sky130_fd_sc_hd__o21ai_0 (26)
layoutNonFillerInstCount=466
most_frequent_logic_cell_in_the_layout=sky130_fd_sc_hd__clkdlybuf4s50_1
area_delta_synth_final_pct=14.6
nFillCells=724
post_route_cells_drive_above_1_share_pct=4.09
finish.instance_area_um2=3440

[critical_path]
timing.critical_path.from_type=register
timing.critical_path.to_type=output port
worst_ep_required_time_ps=4560
worst-path-max-fanout=16
critPathArrivalTime_ps=3520
criticalPathCategory=register to output port

[sta]
totalNegativeSetupSlack_ps=0
clock-skew-final_ps=1.15
unclocked_pins=21
drv_slew=0
slew-limit-headroom_pct=43.6
finalCriticalPeriod_ps=4660
final.setup.worst_slack_ps=1040
grt_setup_unrepaired=no
period_used_pct=81.7
worst-slew-pin-transition_ps=845
setup-violations-final=0
timing.fmax_mhz=215
hold_viol_final=0
unconstrained_endpoints=43

[routing]
route.detailed.vias_per_inst=5.46
drt_wl_total_mm=7.51
wl_per_cell_um=16.1
first_pass_iters=4
dr.first_iter.drc_count=216
ant_cells=0
via_count=2543
drt.antenna.violating_nets=0
drt_drc_violations_left=0

[job]
drv.max_cap_violation_count=0
log.warning_count=37

[cts]
clk_transition_reported_paths_ps=70
clockRootBuffer=sky130_fd_sc_hd__clkbuf_8
clock_tree_from_tritoncts=done
cts_max_level=1
clock_latency_ps=250
clk_path_buf_depth=2
post-cts-setup-buffer-count=0
postCtsResizedCells=0
hold_buffers=0
cts-buffers-inserted=3

[die]
placeableCoreArea_um2=7250
die_x_extent_um=88.6
die-area_um2=7850
top_level_pins=49
row_count=31
die_h_um=88.6
fp-utilization_pct=41.4

[place]
placed_cell_area_um2=3380
portBuffers=40
post_placement_cell_count=462
place_hpwl_mm=5.93
gp_congestion=0.926
dpl_worst_slack_ps=1370

[hold_path]
min-delay-path-class=register to register

[power]
power_density_nw_per_um2=528
leakage_nw=1.45
max-vdd-ir-drop_mv=0.401

[run_status]
outcome=complete, no violations

-- synth_stat cells (6+ instances only) --
cell type and count:
sky130_fd_sc_hd__nand2_1 28, sky130_fd_sc_hd__clkbuf_1 14, sky130_fd_sc_hd__inv_1 14, sky130_fd_sc_hd__dfrtp_1 20
sky130_fd_sc_hd__dlxtn_1 21, sky130_fd_sc_hd__fa_1 10, sky130_fd_sc_hd__nor2_1 21, sky130_fd_sc_hd__a22oi_1 9
sky130_fd_sc_hd__nor3_1 9, sky130_fd_sc_hd__a21oi_1 13, sky130_fd_sc_hd__buf_4 11, sky130_fd_sc_hd__xnor2_1 17
sky130_fd_sc_hd__o21ai_0 26, sky130_fd_sc_hd__mux2i_1 7, sky130_fd_sc_hd__o21bai_1 6, sky130_fd_sc_hd__nand4_1 12
sky130_fd_sc_hd__ha_1 22
-- area by class of cell --
type                       count  area, um2  area share, %
sequential                    41        816           23.7
timing repair buffer          41        408           11.9
clock buffer                   4       55.1           1.60
multi-input combinational    266       1980           57.5
tap                           99        124           3.60
inverter                      15       58.8           1.71
-- logic make-up after synthesis --
logic type      share of synthesized area, %
simple gates                            21.4
compound gates                          19.5
buf+inv                                 7.80
fa+ha+maj                               15.8
latches                                 10.5
xor+xnor                                5.84
flops                                   16.7
mux                                     2.34
other cells                            0.125
-- path summary, 6_finish.rpt --
check,start,endpoint,slack [ps],cells past startpoint
max in group asynchronous,reset,cnt_reg3[1],4280,3
min in group asynchronous,reset,cnt_reg1[3],1200,3
min,cnt_reg3[4],cnt_reg3[4],520,1
max reg2reg,cnt_reg4[1],cnt_reg4[4],4300,3
min reg2reg,cnt_reg3[4],cnt_reg3[4],520,1
max,cnt_reg2[2],dout[5],1040,8
-- metal layers --
metal | vias up | wire [um] | GRT usage (%)
met2 | 101 | 3190 | 31.2
li1 | 1264 | - | -
met5 | - | 0 | 0
met3 | 18 | 471 | 2.65
met1 | 1160 | 3580 | 31.7
met4 | 0 | 271 | 6.45
-- per-stage QoR --
stage	utilization (%)	total power [mW]	hold slack, ps
detailed placement	46.6	1.71	512
global route	47.4	2.02	536
floorplan	-	1.26	484
global placement	46.6	1.71	518
finish	47.4	1.82	516
CTS	47.4	1.83	525
-- sequential cells by signal, summed over array words and instances (netlist names) --
register / cells
display_out: 7
cnt_reg2: 5
out: 4
cnt_reg3: 5
cnt_reg1: 5
v1: 5
cnt_reg4: 5
seg3: 5
-- worst max-delay path, cell delays in order, from the launching register on --
cell and delay [ps]:
sky130_fd_sc_hd__dfrtp_1 710, sky130_fd_sc_hd__fa_1 550, sky130_fd_sc_hd__fa_1 530, sky130_fd_sc_hd__fa_1 480, sky130_fd_sc_hd__a21o_1 180, sky130_fd_sc_hd__a21oi_1 160
sky130_fd_sc_hd__xor2_1 90, sky130_fd_sc_hd__nor2_1 90, sky130_fd_sc_hd__clkdlybuf4s50_1 480
-- power breakdown --
group / internal, mW / switching (mW) / total [mW]
clock: 0.0614 / 0.0460 / 0.107
sequential: 0.272 / 0.208 / 0.479
combinational: 0.654 / 0.576 / 1.23
total: 0.987 / 0.830 / 1.82
Power and IR drop assume default switching activity.
